<file path="design/flow/constraint.sdc">
current_design BinaryCAM

set clk_period 10.6
set clk_io_pct 0.2

create_clock -name clk0 -period $clk_period [get_ports {clk}]

set non_clock_inputs [all_inputs -no_clocks]
set_input_delay [expr $clk_period * $clk_io_pct] -clock clk0 $non_clock_inputs
set_output_delay [expr $clk_period * $clk_io_pct] -clock clk0 [all_outputs]
</file>
<file path="design/flow/config.mk">
export PLATFORM = sky130hd
export DESIGN_NAME = BinaryCAM
export DESIGN_NICKNAME = BinaryCAM
export VERILOG_FILES = /design/flow/design.v
export SDC_FILE = /design/flow/constraint.sdc
export NUM_CORES = 4
export LEC_CHECK = 1
export CORE_UTILIZATION = 50
</file>
<file path="design/flow/run.sh">
#!/bin/bash
# OpenROAD 26Q1-2900-gdf79404cd8, Yosys 0.63+post, stock flow scripts
make -C /OpenROAD-flow-scripts/flow DESIGN_CONFIG=/design/flow/config.mk WORK_HOME=/design/flow/orfs finish
</file>
<file path="design/flow/design.v">
module BinaryCAM #(
    parameter ADDR_WIDTH = 6,       
    parameter DATA_WIDTH = 32       
)(
    input  wire                   clk,
    input  wire                   rst_n,
    input  wire                   write_en,
    input  wire [ADDR_WIDTH-1:0]  write_addr,
    input  wire [DATA_WIDTH-1:0]  write_data,
    input  wire [DATA_WIDTH-1:0]  search_data,
    output reg                    match_found,
    output reg  [ADDR_WIDTH-1:0]  match_addr
);
    reg [DATA_WIDTH-1:0] cam_mem [0:(1<<ADDR_WIDTH)-1];
    integer i;
    always @(posedge clk or negedge rst_n) begin
        if (!rst_n) begin
            for (i = 0; i < (1<<ADDR_WIDTH); i = i + 1) begin
                cam_mem[i] <= {DATA_WIDTH{1'b0}};
            end
        end else if (write_en) begin
            cam_mem[write_addr] <= write_data;
        end
    end
    always @(*) begin
        match_found = 1'b0;
        match_addr  = {ADDR_WIDTH{1'b0}};
        for (i = 0; i < (1<<ADDR_WIDTH); i = i + 1) begin
            if (cam_mem[i] == search_data) begin
                match_found = 1'b1;
                match_addr  = i[ADDR_WIDTH-1:0];
            end
        end
    end
endmodule
</file>
==> run notes <==
flow finished, numbers: status completed, CP max-delay cell nor4_1, final slew viol count 0, vias in the first global route about 65000, crit path capture match_addr[2], clock share of power 0.374, # Post-CTS Setup Buffers 0, first-pass GRT wire length 512 mm, Flop pwr share 0.463, io pins 80, Routed WL 360 mm, ys cells 7724, Adder-Cell Fraction of Synth Area 0, Routed Antenna Nets 0, Die W 453 um, Yosys Chip Area 102000 um^2, critical-path cell list buf_6 > buf_4 > xnor2_1 > nand4_1 > nor4_1 > nand2_1 > nand4_1 > a311o_1 > a21oi_1 > o211a_1 > o41ai_2 > clkdlybuf4s50_1, Crit path depth 12, Setup-failing EPs final 0, grt total ovfl 0, Pint 14.9 mW, Top cell area share 0.504, DIE AREA 205000 um^2, Log Warnings 58, Pwr Density 184 nW/um^2, Bufs on Longest Clock Path 3, most numerous cell in the Yosys netlist dfrtp_1, routability cong. 0.977, Post-Synthesis Cell Area between 100000 and 150000 um^2, Synthesis Warnings 2, Largest register FFs 2048, Crit path max-delay family simple AND/OR/NAND/NOR gates, Post-synth area hogs dfrtp_1 50%, mux2_2 23%, xnor2_1 12%, xor2_1 6.1%, nand4_1 2.4%, Critical path buffers and inverters 3, period utilisation layout 0.860, Worst R2R Start cam_mem[51][17], WS Path Type input pin to primary output, WHS 0.508 ns, leading registers by flop count cam_mem: 2048 flops, crit end category primary output, Final Skew 0 ns, area grow syn2layout 9.84%, drc violations 0, pin count of the biggest net entering global routing roughly 120, Comb power frac 0.164, Tot GR Track Use 0.375, WL/cell roughly 34 um, Switch Pwr 5.69 mW, initial antenna violation count 18, WP data required between 8 and 9 ns, Largest logic family multiplexers, Synth Instances 7724, core region area 202000 um^2, cell row count 165, Top reg by flops cam_mem, Post-synth top cells 2048 x dfrtp_1, 2041 x mux2_2, 1338 x xnor2_1, 704 x xor2_1, 385 x nand4_1, #FFs+latches synth 2048, share of cells above drive strength 1 0.350, unrepaired setup endpoints after global routing no, clk root buf clkbuf_16, async set-reset flop share out of synthesis 1.00, mux frac, synth 0.227, switching share of power 0.276, max_cap viols 0, xor/xnor share 0.177, fmax roughly 0.11 GHz, TritonCTS clock tree yes, CTS clk-pin slew, worst paths approximately 0.050 ns, count of cell types in the netlist a little over 60, crit path from search_data[11], Leak 50.1 nW, Reg2Reg Depth 1, yosys simple share 0.0498, Hold Path Class flip-flop to flip-flop, WP data arrival approximately 7.0 ns, CTS H-tree lvls 4, Peak VDD IR 195 uV, CP max stage delay 0.78 ns, DR vias/cell approximately 6.1, CTS hold repair buffers 0, ao+oa area frac 0.00437, sequential area share after synthesis 0.504, vias roughly 64000, drt pass-1 iters 5, clk sinks 2048, CP dominant cell by count nand4_1, Critical Path Fanout Max 20, dpl hpwl ~210 mm, Crit Reg-Reg Endpoint cam_mem[51][17], R2R setup slack between 9 and 10 ns, Startpoint Class input pin, Slew headroom 0.131, final hold vios 0, input/output buffers 79, Synth Flop Type dfrtp_1, Clk Latency, worst-skew pair between 0.8 and 0.9 ns, syn_area_per_cell 13.2 um^2, Yosys top cell by area dfrtp_1, post-CTS sizing 0, number of enable flip-flop cells 0, Tightest Pin Transition 1.29 ns, Tmin final 9.12 ns, die height 453 um, Iter 0 DRT Violations 4779, setup_tns 0 ns, cts bufs inserted 222, floorplan utilization 0.503
## cell families after synthesis
| group | count (synthesis) |
|---|---|
| multiplexers | 2048 |
| XOR/XNOR | 2048 |
| AND-OR/OR-AND | 59 |
| flip-flops | 2048 |
| AND/OR/NAND/NOR | 869 |
| buffers and inverters | 652 |
## cells in the final DEF, fill, tap and decap left out, drive strengths merged, types with 14 or more instances in the layout
| cell type | Yosys | routed |
|---|---|---|
| buf | 388 | 329 |
| inv | 7 | 14 |
| clkdlybuf4s50 | 0 | 14 |
| clkbuf | 257 | 359 |
| nor2 | 60 | 60 |
| nor4 | 262 | 262 |
| mux2 | 2048 | 2048 |
| xnor2 | 1344 | 1344 |
| xor2 | 704 | 704 |
| nand4 | 385 | 385 |
| nand2 | 105 | 105 |
| clkinv | 0 | 22 |
| dfrtp | 2048 | 2048 |
## routing by layer
layer | wire, um | up-vias | global-route usage
li1 | - | 26600 | -
met1 | 148000 | 34300 | 0.549
met2 | 163000 | 2453 | 0.546
met3 | 32700 | 724 | 0.124
met4 | 15500 | 2 | 0.132
met5 | 16 | - | 0
## how the worst min path moves through the flow
stage                            from              end  slack (ns)  cells after the start
after CTS             cam_mem[39][21]  cam_mem[39][21]        0.51                      1
after global routing   cam_mem[22][8]   cam_mem[22][8]        0.53                      1
final                 cam_mem[39][12]  cam_mem[39][12]        0.51                      1
## final cells by class
| cell class | count | area, um^2 |
|---|---|---|
| diodes | 13 | 32.5 |
| clock buffers | 359 | 6650 |
| clock inverters | 35 | 483 |
| fillers | 16200 | 90500 |
| inverters | 7 | 26.3 |
| multi-input cells | 5024 | 46700 |
| flip-flops and latches | 2048 | 51200 |
| well taps | 2672 | 3340 |
| repair buffers | 343 | 3180 |
## power by group through the flow
stage	sequential [mW]	clock (mW)	combinational (mW)
6_report	9.52	7.68	3.37
5_1_grt	9.65	8.06	3.60
4_1_cts	9.51	7.77	3.36
## per-stage QoR
| stage | power, mW | utilization | area, um^2 | setup slack [ns] | cells |
|---|---|---|---|---|---|
| finish | 20.6 | 0.552 | 112000 | 1.48 | 10500 |
| global route | 21.3 | 0.552 | 112000 | 1.57 | 10500 |
| CTS | 20.7 | 0.552 | 112000 | 1.60 | 10500 |
| detailed placement | 13.0 | 0.517 | 104000 | 1.63 | 10100 |
| global placement | 12.9 | 0.517 | 104000 | 1.58 | 10100 |
| floorplan | 11.9 | - | 102000 | 4.50 | 7724 |
Power and IR drop assume default switching activity.
